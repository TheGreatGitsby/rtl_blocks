`design/flow/design.v`:
```
 module Nto1_sync_fifo #(N = 4, DATA_WIDTH = 8, DEPTH = 8)
         (input logic clk_i,
          input logic rst_n_i,
          input logic [0 : N-1] [DATA_WIDTH-1:0] data_i,
          input logic [0: N-1] wr_en_i,
          input logic rd_en_i,
          output logic                   fifo_full_o,
          output logic                   fifo_empty_o,
          output logic [DATA_WIDTH-1:0]  data_o
         );
logic            fifo_rd_en;
logic [N-1:0] [DATA_WIDTH-1:0] infifo_data;
logic     outfifo_wr_en;
logic     outfifo_full;
logic [N-1:0] validfifo_data;
logic         validfifo_empty;
logic [$clog2(N+1)-1:0] fifo_sel;
logic [$clog2(N+1)-1:0] fifo_sel_reg;
generate
  for (genvar i=0; i<N; i++) begin
    sync_fifo #(
      .DATA_WIDTH  (DATA_WIDTH),
      .FIFO_DEPTH  (DEPTH), 
      .FIFO_AF_CNT (DEPTH-1), 
      .INIT_FIFO   (0))
    input_fifo (
      .clk       (clk_i), 
      .rst_n     (rst_n_i),
      .data_in   (data_i[i]),
      .rd_en     (fifo_rd_en),
      .wr_en     (|wr_en_i),  
      .data_out  (infifo_data[i]),
      .empty     (),
      .afull     (),
      .full      ()
    );
  end
endgenerate
    sync_fifo #(
      .DATA_WIDTH  (N),
      .FIFO_DEPTH  (DEPTH), 
      .FIFO_AF_CNT (DEPTH-1), 
      .INIT_FIFO   (0))
    valid_fifo (
      .clk       (clk_i), 
      .rst_n     (rst_n_i),
      .data_in   (wr_en_i),
      .rd_en     (fifo_rd_en),
      .wr_en     (|wr_en_i),  
      .data_out  (validfifo_data),
      .empty     (validfifo_empty),
      .afull     (),
      .full      (fifo_full_o)
    );
logic valid_found;  
always_comb
begin
  fifo_rd_en      <= 0;
  outfifo_wr_en   <= 0;
  valid_found      = 0;  
  fifo_sel        <= fifo_sel_reg;
  if (!validfifo_empty && !outfifo_full) begin
    fifo_rd_en      <= 1;
    fifo_sel        <= 0;
    fifo_rd_en      <= 1;
    for (int i=N-1; i>=0; i--) begin
      if (i>=fifo_sel_reg) begin
        if (validfifo_data[i]) begin
          outfifo_wr_en   <= 1;
          if (valid_found) begin
            fifo_rd_en   <= 0;
            fifo_sel     <= i;
          end
          else begin
            valid_found = 1;
            fifo_sel   <= i;
          end
        end
      end
    end
  end
end
always_ff @(posedge clk_i) begin
  if (!rst_n_i) begin
    fifo_sel_reg <= 0;
  end
  else begin
    if (outfifo_wr_en) begin
      if (fifo_rd_en) begin
        fifo_sel_reg <= 0;
      end
      else begin
        fifo_sel_reg <= fifo_sel+1;
      end
    end
  end
end
    sync_fifo #(
      .DATA_WIDTH (DATA_WIDTH),
      .FIFO_DEPTH (DEPTH/2),  
      .INIT_FIFO  (0))
    output_fifo (
      .clk       (clk_i), 
      .rst_n     (rst_n_i),
      .data_in   (infifo_data[fifo_sel]),
      .rd_en     (rd_en_i),
      .wr_en     (outfifo_wr_en),
      .data_out  (data_o),
      .empty     (fifo_empty_o),
      .full      (outfifo_full)
    );
endmodule
module sync_fifo #(parameter DATA_WIDTH  = 8,
                   parameter FIFO_DEPTH  = 32,
                   parameter FIFO_AF_CNT = 16,
                   parameter INIT_FIFO   = 0)(
input   logic                  clk, 
input   logic                  rst_n,
input   logic [DATA_WIDTH-1:0] data_in,
input   logic                  rd_en,
input   logic                  wr_en,
output  logic [DATA_WIDTH-1:0] data_out,
output  logic                  empty,
output  logic                  afull,
output  logic                  full
);    
localparam ADDR_WIDTH = $clog2(FIFO_DEPTH);
typedef logic [DATA_WIDTH-1:0] DATA_VEC;
logic [DATA_WIDTH-1:0] fifo_data [0:FIFO_DEPTH-1];
logic [ADDR_WIDTH-1:0] wr_ptr;
logic [ADDR_WIDTH-1:0] rd_ptr;
logic [ADDR_WIDTH :0]  fill_cnt;
logic [DATA_WIDTH-1:0] data_ram ;
assign full    = (fill_cnt == FIFO_DEPTH);
assign empty   = (fill_cnt == 0);
assign afull   = (fill_cnt == FIFO_AF_CNT);
assign data_out = fifo_data[rd_ptr];
always_ff @ (posedge clk, negedge rst_n)
begin : wr_ptr_update
  if (!rst_n) begin
    wr_ptr <= 0;
  end else if (wr_en) begin
    if (!full)
      wr_ptr <= wr_ptr + 1;
  end
end
always_ff @ (posedge clk, negedge rst_n)
begin : rd_ptr_update
  if (!rst_n) begin
    rd_ptr <= 0;
  end else if (rd_en && !empty) begin
    rd_ptr <= rd_ptr + 1;
  end
end
always_ff @ (posedge clk, negedge rst_n)
begin : write_fifo
  if (!rst_n) begin
    for(int i=0;i<FIFO_DEPTH;i++) begin
      if (INIT_FIFO) begin
        fifo_data[i] <= i;
      end
      else begin
        fifo_data[i] <= '0;
      end
    end
  end 
  else begin
    if (wr_en && !full) fifo_data[wr_ptr] <= data_in;
  end
end
always_ff @ (posedge clk, negedge rst_n)
begin : fill_cnt_update
  if (!rst_n) begin
    if (INIT_FIFO)
      fill_cnt <= FIFO_DEPTH;
    else
      fill_cnt <= 0;
  end else if ((rd_en) && !(wr_en) && (fill_cnt != 0) || (rd_en && (fill_cnt == FIFO_DEPTH))) begin
    fill_cnt <= fill_cnt - 1;
  end else if ((wr_en) && !(rd_en) && (fill_cnt != FIFO_DEPTH) || (wr_en && (fill_cnt == 0))) begin
    fill_cnt <= fill_cnt + 1;
  end
end 
endmodule
```
`design/flow/run.sh`:
```
#!/bin/bash
# OpenROAD 26Q1-2900-gdf79404cd8, Yosys 0.63+post, stock flow scripts
make -C /OpenROAD-flow-scripts/flow DESIGN_CONFIG=/design/flow/config.mk WORK_HOME=/design/flow/orfs finish
```
`design/flow/config.mk`:
```
export PLATFORM = sky130hd
export DESIGN_NAME = Nto1_sync_fifo
export DESIGN_NICKNAME = Nto1_sync_fifo
export VERILOG_FILES = /design/flow/design.v
export SDC_FILE = /design/flow/constraint.sdc
export NUM_CORES = 4
export LEC_CHECK = 1
export CORE_UTILIZATION = 30
```
`design/flow/constraint.sdc`:
```
current_design Nto1_sync_fifo

set clk_period 7.9
set clk_io_pct 0.2

create_clock -name clk0 -period $clk_period [get_ports {clk_i}]

set non_clock_inputs [all_inputs -no_clocks]
set_input_delay [expr $clk_period * $clk_io_pct] -clock clk0 $non_clock_inputs
set_output_delay [expr $clk_period * $clk_io_pct] -clock clk0 [all_outputs]
```
==> results.rst <==
Implementation results
======================

.. list-table::
   :header-rows: 1

   * - Metric
     - Value
   * - Run status
     - complete, no violations
   * - Worst-case setup slack after placement
     - 3.16 ns
   * - Maximum clock skew at final layout
     - 0.0131 ns
   * - Final worst-path setup slack
     - 3.29 ns
   * - Area post-placement
     - 0.0203 mm2
   * - Vertical die size
     - 253 um
   * - Post-cts repair resize count
     - 0
   * - Aoi/oai-family share of the synthesized area
     - 11.1%
   * - Setup TNS after final layout
     - 0 ns
   * - Hold violation total from the final report
     - 0
   * - Ratio of final minimum period to clock period
     - 58.3%
   * - Highest-count cells in the layout ignoring fill and taps
     - 377 x sky130_fd_sc_hd__dfrtp_1, 333 x sky130_fd_sc_hd__mux2_2, 99 x sky130_fd_sc_hd__nand2_1
   * - Pin count of the biggest net entering global routing
     - 130
   * - Post-synth EDFFs
     - 0
   * - Mean number of vias per cell
     - 5.14
   * - Worst hold path startpoint
     - genblk1[3].input_fifo.fifo_data[0][7]
   * - Slack of the worst reg-to-reg path
     - 3.29 ns
   * - Final Non-Filler Cells
     - 2455
   * - FMAX
     - 217 MHz
   * - Required time of the critical path
     - 8.37 ns
   * - First-pass GRT wire length
     - 71900 um
   * - Area fraction in xor and xnor cells
     - 1.11%
   * - CTS tree
     - done
   * - Insertion Delay late pin
     - 0.57 ns
   * - Core area
     - 0.0621 mm2
   * - Dominant logic cell type in the layout
     - sky130_fd_sc_hd__dfrtp_1
   * - Vias in the first global route
     - 12.9k
   * - Worst flop-to-flop path endpoint
     - genblk1[3].input_fifo.fill_cnt[3]
   * - Most flop-heavy register
     - genblk1.input_fifo.fifo_data
   * - Cell Type Count
     - 61
   * - Number of antenna repair diodes
     - 0
   * - Detailed-route wire length per cell
     - 18.2 um
   * - FP Util
     - 30.6%
   * - Worst endpoint data arrival time
     - 5.08 ns
   * - Number of port buffers
     - 48
   * - Unrepaired setup endpoints after global routing
     - no
   * - Initial antenna violation count
     - 0
   * - Final core utilization
     - 35.2%
   * - Placement row count
     - 91
   * - Number of maximum-capacitance violations
     - 0
   * - Total length of routed wires
     - 44700 um
   * - Total die size
     - 0.0642 mm2
   * - Setup-failing EPs final
     - 0
   * - ANT nets after route
     - 0
   * - CP Class
     - flop to flop
   * - Die Width
     - 253 um
   * - Sequential area share after synthesis
     - 50.1%
   * - Number of buffers on the longest clock path
     - 3
   * - Yosys stat area
     - 0.0190 mm2
   * - Number of register bits inferred by synthesis
     - 380
   * - Category of the worst setup path launch point
     - flop
   * - Clock tree sinks
     - 380
   * - Slew headroom
     - 35.4%
   * - First-pass iteration count of the detailed router
     - 8
   * - Cell Area, Synth
     - 0.0190 mm2
   * - Number of warnings in the stage logs
     - 75
   * - Count of hold-fix buffers inserted at cts
     - 0
   * - Global Route Usage Sum
     - 14.6%
   * - Worst Hold Depth
     - 1
   * - R2r startpoint
     - valid_fifo.rd_ptr[2]
   * - Maximum fanout encountered on the critical timing path
     - 18
   * - # H-tree levels
     - 2
   * - Worst Tran Pin Value
     - 0.963 ns
   * - Filler instances
     - 5831
   * - Async S/R FF share, synth
     - 99.2%
   * - FF-to-FF path depth
     - 16
   * - Final-report max-slew violation count
     - 0
   * - Basic Gates by Area
     - 6.56%
   * - Number of setup buffers added after CTS
     - 0
   * - Final period demand of the worst path
     - 4.61 ns
   * - Ys cells
     - 1558
   * - Placer Congestion
     - 0.845
   * - Remaining global-route overflow
     - 0
   * - Max FFs per register
     - 256
   * - Synth Area in Adders
     - 5.84%
   * - Number of synthesis warnings
     - 7
   * - Worst-path clk slew
     - 0.06 ns
   * - Largest registers
     - genblk1.input_fifo.fifo_data (256), output_fifo.fifo_data (32), valid_fifo.fifo_data (32)
   * - Vias
     - 12.6k
   * - Sum of net half-perimeters after detailed placement
     - 29500 um
   * - Fin area
     - 0.0218 mm2
   * - Area fraction in mux cells
     - 22.6%
   * - Placed Cells incl. Taps
     - 2378
   * - Gate Count Post-Synth
     - 1558
   * - Number of remaining DRC errors
     - 0
   * - Post-Synthesis Mean Instance Area
     - 12.2 um2
   * - Worst Hold Endpoint
     - genblk1[3].input_fifo.fifo_data[0][7]
   * - Main logic family
     - multiplexers
   * - Most used flip-flop cell
     - sky130_fd_sc_hd__dfrtp_1
   * - Layout overhead on the synthesized area
     - 15.2%
   * - Fraction of layout cells with a size suffix above 1
     - 26.9%
   * - Violation count after the first detailed-route iteration
     - 871
   * - Buffer cell driving the clock tree root
     - sky130_fd_sc_hd__clkbuf_16
   * - Type of destination of the critical path
     - flop
   * - Number of top-level pins
     - 49
   * - Number of buffers created by CTS
     - 42
   * - Worst min-delay path category
     - flop to flop
-- cells by family (layout without fill, tap and decap cells) --
kind of cell | count (synthesis) | after routing
AOI/OAI and AO/OA | 277 | 277
and+or+nand+nor | 273 | 273
DFF | 380 | 380
muxes | 385 | 385
adders and majority gates | 85 | 85
xor gates and xnor gates | 24 | 24
buffers and inverters | 134 | 194
-- metrics by stage --
stage / hold slack [ns]
after floorplan: 0.466
after global placement: 0.478
after detailed placement: 0.487
after CTS: 0.501
after global routing: 0.509
final: 0.498
-- critical path, stage by stage (launching register included) --
cell and delay, ns:
sky130_fd_sc_hd__dfrtp_1 0.65, sky130_fd_sc_hd__inv_1 0.09, sky130_fd_sc_hd__ha_1 0.24, sky130_fd_sc_hd__a22o_1 0.21, sky130_fd_sc_hd__a211oi_1 0.27, sky130_fd_sc_hd__a31oi_2 0.30
sky130_fd_sc_hd__a211oi_1 0.58, sky130_fd_sc_hd__o21ai_2 0.18, sky130_fd_sc_hd__buf_4 0.24, sky130_fd_sc_hd__nor3_1 0.43, sky130_fd_sc_hd__ha_1 0.31, sky130_fd_sc_hd__a21o_1 0.17
sky130_fd_sc_hd__a21o_1 0.19, sky130_fd_sc_hd__nor2b_1 0.15, sky130_fd_sc_hd__nand2b_1 0.15, sky130_fd_sc_hd__mux2_2 0.26, sky130_fd_sc_hd__o211ai_1 0.09
-- synth_stat cells (3+ instances only) --
master	number	area [um2]
sky130_fd_sc_hd__mux2i_1	46	460
sky130_fd_sc_hd__nor3_1	12	60.1
sky130_fd_sc_hd__o21a_1	3	22.5
sky130_fd_sc_hd__nor2_1	69	259
sky130_fd_sc_hd__nand2_1	99	372
sky130_fd_sc_hd__a221oi_1	27	236
sky130_fd_sc_hd__a2111oi_0	9	78.8
sky130_fd_sc_hd__dfxtp_1	3	60.1
sky130_fd_sc_hd__a211oi_1	21	158
sky130_fd_sc_hd__o21ai_0	47	235
sky130_fd_sc_hd__ha_1	79	988
sky130_fd_sc_hd__xor2_1	6	52.6
sky130_fd_sc_hd__mux2_1	6	67.6
sky130_fd_sc_hd__a32oi_1	5	43.8
sky130_fd_sc_hd__a22o_1	4	35.0
sky130_fd_sc_hd__nand4_1	7	43.8
sky130_fd_sc_hd__xnor2_1	18	158
sky130_fd_sc_hd__a21o_1	12	90.1
sky130_fd_sc_hd__o211ai_1	28	210
sky130_fd_sc_hd__inv_1	50	188
sky130_fd_sc_hd__and3_1	16	100
sky130_fd_sc_hd__o2111ai_1	5	43.8
sky130_fd_sc_hd__buf_2	8	40.0
sky130_fd_sc_hd__mux2_2	333	3750
sky130_fd_sc_hd__a32o_1	3	30.0
sky130_fd_sc_hd__fa_1	6	120
sky130_fd_sc_hd__a221o_1	7	70.1
sky130_fd_sc_hd__dfrtp_1	377	9430
sky130_fd_sc_hd__nand2b_1	7	43.8
sky130_fd_sc_hd__nor2b_1	5	31.3
sky130_fd_sc_hd__a21boi_0	5	37.5
sky130_fd_sc_hd__nand3_1	32	160
sky130_fd_sc_hd__or3_1	3	18.8
sky130_fd_sc_hd__buf_1	5	18.8
sky130_fd_sc_hd__a31oi_1	5	31.3
sky130_fd_sc_hd__or2_2	4	25.0
sky130_fd_sc_hd__clkbuf_1	68	255
sky130_fd_sc_hd__a22oi_1	11	82.6
sky130_fd_sc_hd__a222oi_1	42	420
sky130_fd_sc_hd__and2_1	7	43.8
sky130_fd_sc_hd__a21oi_1	30	150
sky130_fd_sc_hd__nor4_1	5	31.3
-- final cells by class --
type                            count  area, um2  area share, %
Sequential cell                   380       9490           43.5
Multi-Input combinational cell   1044       8970           41.0
Clock buffer                       62       1310           6.00
Tap cell                          837       1050           4.79
Timing Repair Buffer               66        646           2.96
Inverter                           51        191          0.876
Clock inverter                     15        189          0.865
-- worst max-delay path by stage --
stage	startpoint	end	slack (ns)	cells after the start
6_report	valid_fifo.rd_ptr[2]	genblk1[3].input_fifo.fill_cnt[3]	3.29	16
5_1_grt	valid_fifo.rd_ptr[2]	genblk1[0].input_fifo.fill_cnt[3]	2.86	15
4_1_cts	valid_fifo.rd_ptr[2]	genblk1[3].input_fifo.fill_cnt[3]	3.30	16
-- routing by layer --
layer  GRT usage (%)  wire length [um]
met1            22.1             20800
met3            3.22              2780
met4            3.45              1180
met5               0                 0
met2            21.9             20000
